==> design/flow/design.v <==
module num_7seg(input [3:0] S,output [0:6] Disp);
   assign Disp=(S[3:0]==4'b0000)?7'b0000001:
               (S[3:0]==4'b0001)?7'b1001111:
               (S[3:0]==4'b0010)?7'b0010010:
               (S[3:0]==4'b0011)?7'b0000110:
               (S[3:0]==4'b0100)?7'b1001100:
               (S[3:0]==4'b0101)?7'b0100100:
               (S[3:0]==4'b0110)?7'b0100000:
               (S[3:0]==4'b0111)?7'b0001101:
               (S[3:0]==4'b1000)?7'b0000000:
               (S[3:0]==4'b1001)?7'b0000100:7'b1111111;
endmodule
==> design/flow/run.sh <==
#!/bin/bash
# OpenROAD 26Q1-2900-gdf79404cd8, Yosys 0.63+post, stock flow scripts
make -C /OpenROAD-flow-scripts/flow DESIGN_CONFIG=/design/flow/config.mk WORK_HOME=/design/flow/orfs finish
==> design/flow/config.mk <==
export PLATFORM = sky130hd
export DESIGN_NAME = num_7seg
export DESIGN_NICKNAME = num_7seg
export VERILOG_FILES = /design/flow/design.v
export SDC_FILE = /design/flow/constraint.sdc
export NUM_CORES = 4
export LEC_CHECK = 1
export CORE_AREA = 10 10 70 70
export DIE_AREA = 0 0 80 80
==> design/flow/constraint.sdc <==
current_design num_7seg

set clk_period 1.8
set clk_io_pct 0.2

create_clock -name clk0 -period $clk_period

set non_clock_inputs [all_inputs -no_clocks]
set_input_delay [expr $clk_period * $clk_io_pct] -clock clk0 $non_clock_inputs
set_output_delay [expr $clk_period * $clk_io_pct] -clock clk0 [all_outputs]
==> flow_metrics.tcl <==
# flow metrics
set metrics [dict create \
    antenna_left 0 \
    power_leakage_uw 0.000134 \
    wl_met1_um 281 \
    internal_power_uw 41.8 \
    initCoreUtil_pct 3.92 \
    placement_rows 21 \
    io_pins 11 \
    syn_area_per_cell_um2 5.36 \
    crit_type "in -> out" \
    warning_count 32 \
    grt_pass1_vias 224 \
    grt_max_degree 8 \
    p_clk_share_pct 0 \
    setup_slack_ps 46.1 \
    antenna_found_initial 0 \
    dr.pass1.iters 2 \
    flop_area_um2 0 \
    ys_cells 25 \
    crit_end "Disp[0]" \
    dieWidth_um 80 \
    drc_errors 0 \
    wl_per_cell_um 7.54 \
    topRoutingLayerUsed "met3" \
    vias_per_cell 2.65 \
    worstPathArrival_ps 1390 \
    area_delta_synth_final_pct 151 \
    crit_path_start_kind "primary input" \
    drt_iter0_drc 15 \
    worst-path-max-fanout 4 \
    setup_viol 0 \
    synth_top_area_share_pct 15.0 \
    hold_viol 0 \
    comb_power_share_pct 100.0 \
    ys_warn_count 0 \
    hold_path_depth 4 \
    grt_use_total_pct 1.94 \
    startpoint "S[0]" \
    seq_cells 0 \
    dpl.hpwl_um 556 \
    end_kind "output port" \
    cp.required_ps 1440 \
    drive_gt1_share_pct 33.3 \
    die_h_um 80 \
    switching_share_pct 39.2 \
    clock_buffers 0 \
    antenna_cells 0 \
    hold_buffers 0 \
    grt_overflow 0 \
    hold_path.class "in -> out" \
    ys_seq_share_pct 0 \
    p_per_area_nw_per_um2 204 \
    p_seq_share_pct 0 \
    gp_congestion 0.818 \
    tightest_slew_ps 149 \
    vias 225 \
    synthCells 25 \
    ys_area_um2 134 \
    ys_types 14 \
    coreArea_um2 3420 \
    drt_wl_total_um 641 \
    holdWs_ps 1230 \
    finalMaxSlewViolations 0 \
    pre_cts_ws_ps -391 \
    switchingPower_uw 27.0 \
    dieArea_um2 6400 \
    cap_viol_max_count 0 \
    fillers 411 \
    met2WireLength_um 284 \
    fin_crit_sh_pct 97.4 \
    synthTopCellsByArea "a21oi_1, nand2_1, o211ai_1, buf_6, buf_2" \
    grt_pass1_wl_mm 1.04 \
    peakVddDrop_uv 21.9 \
    dr_wl_met3_um 75 \
    post-route-min-period_ps 1750 \
    slew_headroom_pct 89.9 \
    rsz0062_at_grt "false" \
    syn_area_um2 134 \
    status "finished clean" \
    yosysTopAreaCell "a21oi_1" \
    io_buffers 11 \
    fmax_mhz 570 \
]
[metal layers]
layer / up-vias / GRT usage, %
met5: - / 0
met1: 101 / 2.24
li1: 118 / -
met2: 6 / 3.61
met4: 0 / 0
met3: 0 / 0.568
[cells by family after synthesis]
| logic type | Yosys count | synth area share (%) |
|---|---|---|
| and+or+nand+nor | 9 | 29.9 |
| AOI/OAI and AO/OA | 11 | 48.6 |
| buffers and inverters | 5 | 21.5 |
[area by class of cell]
class	count	area (um^2)	share of cell area, %
Inverter	2	7.51	2.23
Multi-Input combinational cell	20	121	36.1
Tap cell	46	57.6	17.1
Timing Repair Buffer	17	150	44.6
[critical path, stage by stage]
cell and delay (ps):
clkdlybuf4s15_2 210, buf_6 130, nor2_4 90, o22ai_2 80
nand2_1 70, clkdlybuf4s50_1 460
[worst min-delay path by stage]
stage,from,endpoint,slack (ps)
CTS,S[2],Disp[1],1360
global route,S[3],Disp[6],1320
finish,S[3],Disp[6],1230
[what timing repair did]
action / in CTS / in global routing
resized: 17 / 5
setup buffers: 0 / 0
setup endpoints to repair: 7 / 2
pin swaps: 1 / 0
[metrics by stage]
step / total power, uW / setup TNS [ps] / instances / util, % / instance area [um^2]
2_1_floorplan: 24.7 / 0 / 25 / - / 134
3_3_place_gp: 72.1 / -2060 / 85 / 9.52 / 325
3_5_place_dp: 72.3 / -2100 / 85 / 9.52 / 325
4_1_cts: 68.6 / 0 / 85 / 9.85 / 337
5_1_grt: 78.1 / 0 / 85 / 9.85 / 337
6_report: 68.8 / 0 / 85 / 9.85 / 337
[cell usage in the layout, fill, tap and decap left out]
cell type / count
clkdlybuf4s50_1: 3
o21ai_0: 2
clkdlybuf4s15_2: 2
o22a_1: 1
nand2_1: 4
clkbuf_2: 2
or3_1: 1
a21oi_1: 4
dlygate4sd2_1: 4
nand3_1: 1
o21ai_1: 1
nor2_1: 1
buf_6: 2
nor2b_2: 1
nor2_4: 1
o22ai_2: 1
buf_4: 4
inv_1: 2
o211ai_1: 2
[power by group through the flow]
stage / Clock [uW] / Combinational (uW) / Sequential (uW)
after global routing: 0 / 78.1 / 0
after CTS: 0 / 68.6 / 0
final: 0 / 68.8 / 0
[synth_stat cells (all sizes together)]
library cell	n
a21oi	4
nand2	4
buf	3
o21ai	3
inv	2
nor2	2
o211ai	2
nand3	1
nor2b	1
o22a	1
o22ai	1
or3	1
Power figures rest on the tool's default switching activity, not on a simulated workload.
